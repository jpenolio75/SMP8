==> design.v <==
module top1 (
						input [3:0] jump_instr_in,
						input clk, reset,
						output z_flag_out,
						output [7:0] alu_out);
            wire [1:0] select_mux;
            wire WE, jump_mux_select;
            wire [3:0] select;
						wire [7:0] RI, RD, ac_out, reg_out, mux_out;
						wire [3:0] pcplus, adder_out, one_two_mux_out, jump_mux_out, one, two; 
						wire one_two_mux_select, nor_out;
assign one = 4'b0001;														 
assign two	 = 4'b0010;														 
assign one_two_mux_select = 1'b0;											 
mux one_two_mux (one, two,one_two_mux_select, one_two_mux_out);				 
adder pcadder   (pcplus, one_two_mux_out, adder_out);						 
mux jump_mux    (jump_instr_in, adder_out, jump_mux_select, jump_mux_out);  
flip_flop_pc pc_ff ( clk, reset, jump_mux_out, pcplus);                
dAndImem mem( clk, WE, RI[3:0], pcplus, RI[3:0],ac_out, RD, RI);          
mux_3to1 mux	(alu_out, RD, reg_out, select_mux, mux_out);			 
alu Alu_module  (ac_out, reg_out, select, alu_out);						
reg8 Acc_module (reset, clk, mux_out, ac_out);							 
reg8 Reg_module (reset, clk, ac_out, reg_out); 							 
nor_gate z_flag (alu_out, nor_out);										 
flip_flop z_flag_ff (clk, reset, nor_out, z_flag_out);   				 
control c(z_flag_out, RI[7:4], select_mux, select, jump_mux_select, WE);
endmodule 
module flip_flop_pc (
  input clk,
  input reset,
  input [3:0] d,
  output reg [3:0] q
);
initial q = 4'b0000; 
  always @(posedge clk, posedge reset) begin
    if (reset) begin
      q <= 4'b0000;
    end else begin
      q <= d;
    end
	end
endmodule
module mux (input [3:0] D0, D1, input S,
output [3:0] Y);
assign Y = S ? D1: D0;
endmodule
module adder (input [3:0] a,b, output [3:0] y);
assign y = a+b;
endmodule
module dAndImem    (input        clk, We,
					input  [3:0] RDA, RIA, Wa, 
					input  [7:0] W_data, 
					output [7:0] Rd, Ri);
  reg [7:0] mem[31:0];
  assign Ri = mem[{1'b0, RIA}]; 
  assign Rd = mem[{1'b1, RDA}];
  initial 
  $readmemb ("testprogram.dat", mem);
  always @ (posedge clk)
    if (We) mem[{1'b1, Wa}] <= W_data;
endmodule
module alu_registers (input clk, reset,  
					  input [1:0] select_mux,
					  input [3:0] select,
					  input [7:0] mux_in_2,
					  output z_flag_out,
					  output [7:0] alu_out);
wire nor_out ;
wire [7:0] ac_out, reg_out, mux_out;
mux_3to1 mux3to1	(alu_out, mux_in_2, reg_out, select_mux, mux_out);
alu Alu_module  (ac_out, reg_out, select, alu_out);
reg8 Acc_module (reset, clk, mux_out, ac_out);
reg8 Reg_module (reset, clk, ac_out, reg_out); 
nor_gate z_flag (alu_out, nor_out);
flip_flop z_flag_ff (clk, reset, nor_out, z_flag_out);   
endmodule
module mux_3to1(input [7:0] data_in_a, data_in_b, data_in_c,
                input [1:0] select,
               output reg [7:0] data_out);
    always @(*)
        case (select)
            2'b00: data_out = data_in_a;
            2'b01: data_out = data_in_b;
            2'b10: data_out = data_in_c;
            default: data_out = 1'b0;
        endcase
endmodule
module reg8 (reset, CLK, D, Q);
input reset;
input CLK;
input [7:0] D;
output [7:0] Q;
reg [7:0] Q;
always @(posedge CLK)
if (reset)
Q = 0;
else
Q = D;
endmodule  
module alu(AC,R,SEL,OUT);
    input [7:0] AC,R;
    input [3:0] SEL;
    output reg [7:0] OUT;
    always @ (*) begin
        case(SEL)
            4'b0001: OUT = AC + R;  
            4'b0010: OUT = AC - R;  
            4'b0011: OUT = AC + 1;  
            4'b0100: OUT = 0;       
            4'b0101: OUT = AC & R;  
            4'b0110: OUT = AC | R;  
            4'b0111: OUT = AC ^ R;  
            4'b1000: OUT = ~AC;     
            default: OUT = 8'bXXXXXXXX;
        endcase
    end
endmodule
module nor_gate (
  input [7:0] a,
  output reg out
);
  always @*
    out = ~(|a);
endmodule
module flip_flop (
  input clk,
  input reset,
  input  d,
  output reg q
);
initial q = 1'b0; 
  always @(posedge clk, posedge reset) begin
    if (reset) begin
      q <= 1'b0;
    end else begin
      q <= d;
    end
	end
endmodule
module control (input z_flag_in, 
                input [3:0] op, 
                output [1:0] selectmux,
                output [3:0] sel, 
                output jumpmuxselect, we);
  reg [7:0] controls;
  assign {we, jumpmuxselect, selectmux, sel}  = controls;
  always @ (* )
  case({z_flag_in,op})
    5'b00000 :  controls <= 8'b01000000;          
    5'b00001 :  controls <= 8'b01010000;          
    5'b00010 :  controls <= 8'b11000000;          
    5'b00011 :  controls <= 8'b01000000;          
    5'b00100 :  controls <= 8'b01100000;          
    5'b00101 :  controls <= 8'b00000000;          
    5'b10110 :  controls <= 8'b00000000;          
    5'b00111 :  controls <= 8'b00000000;          
    5'b01000 :  controls <= 8'b01000001;          
    5'b01001 :  controls <= 8'b01000010;          
    5'b01010 :  controls <= 8'b01000011;          
    5'b01011 :  controls <= 8'b01000100;          
    5'b01100 :  controls <= 8'b01000101;          
    5'b01101 :  controls <= 8'b01000110;          
    5'b01110 :  controls <= 8'b01000111;          
    5'b01111 :  controls <= 8'b01001000;          
    default :   controls <= 8'b00000000;          
  endcase
endmodule
==> run.sh <==
#!/bin/bash
# OpenROAD 26Q1-2900-gdf79404cd8, Yosys 0.63+post, stock flow scripts
make -C /OpenROAD-flow-scripts/flow DESIGN_CONFIG=/design/flow/config.mk WORK_HOME=/design/flow/orfs finish
==> config.mk <==
export PLATFORM = sky130hd
export DESIGN_NAME = top1
export DESIGN_NICKNAME = top1
export VERILOG_FILES = /design/flow/design.v
export SDC_FILE = /design/flow/constraint.sdc
export NUM_CORES = 4
export LEC_CHECK = 1
export CORE_AREA = 10 10 74 74
export DIE_AREA = 0 0 84 84
export SYNTH_HDL_FRONTEND = slang
==> constraint.sdc <==
current_design top1

set clk_period 6.9
set clk_io_pct 0.2

create_clock -name clk0 -period $clk_period [get_ports {clk}]

set non_clock_inputs [all_inputs -no_clocks]
set_input_delay [expr $clk_period * $clk_io_pct] -clock clk0 $non_clock_inputs
set_output_delay [expr $clk_period * $clk_io_pct] -clock clk0 [all_outputs]
==> results_slide.txt <==
Implementation Results

Critical path
  – Worst r2r src: Reg_module.Q[0]$_SDFF_PP0_
  – Crit Path Max Fanout: 3
  – Arr. time, crit path: ~2.5 ns
  – Reg2Reg Depth: 6
  – Reg2reg setup slack: 4.91 ns
  – Critical path endpoint: alu_out[6]
  – Reg-to-reg endpoint: z_flag_ff.q$_DFF_PP0_
  – CP Data Required Time: 5.52 ns
  – Setup crit start kind: flip-flop
  – Worst setup startpoint: Reg_module.Q[0]$_SDFF_PP0_
  – CP endpoint kind: output pin
  – CP Class: reg2out

GRT
  – Total grt overflow: 0
  – Global-route wire length before repair: around 2.8 mm
  – Overall routing resource usage: roughly 4.5%
  – Largest net degree at the start of global routing: 12
  – Vias in the first global route: around 620
  – Initial antenna violation count: 0

Timing
  – Worst Tran Pin Value: 0.411 ns
  – Layout Skew: 0.00419 ns
  – Fin worst setup slack: a little under 3 ns
  – Unrepaired setup endpoints after global routing: no
  – Max Clk Rate: roughly 0.26 GHz
  – Fin. Hold Viols: 0
  – Setup TNS: 0 ns
  – Final period demand of the worst path: around 3.9 ns
  – Slew Limit Fails: 0
  – Slew HR: between 70 and 80%
  – Tcrit/Tclk final: a little under three fifths
  – Final setup violation count: 0

Layout
  – Final Cell Area: between 900 and 1000 um2
  – Core Util, Final: about 25%
  – Share of layout cells above drive strength 1: 7.87%
  – Synthesis-to-layout area growth: 26.2%

Detailed routing
  – DRC viols: 0
  – ANT cells: 0
  – Via Count: around 560
  – WL/cell: approximately 11 um
  – Routed vias/inst: between 3 and 4
  – DRT Wirelength: 1.46 mm
  – Drt first pass iters: 2
  – Final ANT Viol Nets: 0
  – DRT iter0 DRCs: 3

Placement
  – Placement Cell Area: roughly 940 um2
  – Pre-CTS WS: 3.24 ns
  – Hpwl dp: roughly 1.1 mm
  – # port buffers: 10
  – Placer Congestion: around 0.9

Clock tree
  – # hold bufs at CTS: 0
  – Post-CTS sizing: 0
  – Total number of H-tree levels: 1
  – Post-CTS Setup Inserts: 0
  – CTS tree: built
  – Buffer levels on the longest clock path: 2
  – Late-Pin Clk Latency: ~0.25 ns
  – Worst-path clk slew: 0.06 ns
  – TritonCTS Buffers: 3
  – Clock Sinks: 17
  – Clock Tree Root: clkbuf_8

Power and ir drop
  – Comb pwr share: under 10%
  – Power per cell area: between 150 and 200 nW/um2
  – Int Pwr: between 100 and 150 uW
  – Net Sw Power: about 33 uW
  – Leakage: approximately 0.41 nW
  – Reg power frac: a little under three fifths
  – VDD IR-drop max: 0.104 mV
  – Sw frac: a little under a fifth
  – Total chip power: approximately 170 uW
  – Part of the power in the clock network: 41.9%

Yosys
  – Yosys Instances: roughly 76
  – Mapped cell area: 778 um2
  – Aoi share: around 11%
  – Synthesis Warnings: 0
  – Main area contributors: dfxtp_1 (41%), ha_1 (11%), nor2b_1 (8.0%)
  – Post-synth seq share: approximately 44%
  – Mapped Cells: about 76
  – Dominant comb cell: simple AND/OR/NAND/NOR gates
  – Yosys chip area: roughly 780 um2
  – Mux share of post-synthesis cell area: 0%
  – Simple-Gate Area Share: about 22%
  – Adder Share, Synth: about 14%
  – Yosys xor share: between 6 and 7%
  – Distinct lib cells: 25
  – Synthesized registers: 17
  – Area leader share: between 40% and 50%
  – Avg Cell Area, Syn: 10.2 um2
  – Synth area leader: dfxtp_1

Run
  – OpenROAD warnings: 29
  – Max cap viols: 0

Die
  – Row count: 23
  – Die X: 84 um
  – Io pins: 15
  – FP Util: about 20%
  – Die height: between 80 and 90 um
  – Core area: around 4000 um2
  – Chip area: between 7000 and 8000 um2

Run status
  – Outcome: complete, no violations

Hold path
  – Hold/Removal Path Class: reg2reg
  – Hold depth: 1
-- sequential cells by signal (all words and copies together), names as in the netlist --
name and flops:
Reg_module.Q 8, z_flag_ff.q 1, Acc_module.Q 8
-- routing by layer --
metal  vias up  GRT usage [%]  wire [um]
met3         2           1.38         65
met2         6           7.46        682
met1       262           5.54        696
li1        285              -          -
met4         0           1.07         17
met5         -              0          0
-- cell families (layout without fill, tap and decap cells) --
group	count (synthesis)	in the layout
and+or+nand+nor	28	28
DFF	17	17
AOI/OAI and AO/OA	12	12
adders and majority gates	8	8
xor gates and xnor gates	6	6
buffers and inverters	5	18
-- cells in the mapped netlist --
master     instances
dfxtp_1           16
nor2b_1           10
ha_1               7
a21oi_1            5
and2_1             5
inv_1              4
nor2_1             3
xnor2_1            3
xor2_1             3
nand2_1            2
nand3_1            2
o21ai_0            2
or3_1              2
a211oi_2           1
a31oi_1            1
a41oi_2            1
and2_2             1
clkbuf_1           1
dfrtp_1            1
fa_1               1
nor3_1             1
nor4_2             1
o2111ai_1          1
o21bai_1           1
or4_1              1
-- layout make-up --
class	instances	area [um2]
clock buffers	4	45.0
fillers	443	2990
inverters	4	15.0
multi-input cells	54	414
flip-flops and latches	17	345
well taps	50	62.6
repair buffers	10	100
-- through the flow --
stage / hold slack, ns / std cells
floorplan: 0.442 / 76
global placement: 0.449 / 135
detailed placement: 0.458 / 135
CTS: 0.468 / 139
global route: 0.483 / 139
finish: 0.464 / 139
-- critical path, cell delays in order, from the launching register on --
cell,delay (ns)
dfxtp_1,0.30
ha_1,0.22
fa_1,0.41
nand3_1,0.12
a21oi_1,0.09
or4_1,0.40
o2111ai_1,0.20
clkdlybuf4s50_1,0.54
-- placed cells by master, fill, tap and decap left out, types with 2 or more instances in the layout --
cell	n
a21oi_1	5
ha_1	7
xnor2_1	3
o21ai_0	2
nor2_1	3
clkbuf_8	3
nor2b_1	10
xor2_1	3
inv_1	4
nand2_1	2
dfxtp_1	16
nand3_1	2
or3_1	2
clkdlybuf4s50_1	10
and2_1	5
-- how the worst min path moves through the flow --
stage                                 startpoint                         end  slack, ns
final                 Acc_module.Q[2]$_SDFF_PP0_  Reg_module.Q[2]$_SDFF_PP0_       0.46
after global routing  Acc_module.Q[3]$_SDFF_PP0_  Reg_module.Q[3]$_SDFF_PP0_       0.48
after CTS             Acc_module.Q[2]$_SDFF_PP0_  Reg_module.Q[2]$_SDFF_PP0_       0.47
-- power by group through the flow --
stage / registers (mW) / logic, mW / clock network [mW]
after CTS: 0.0982 / 0.00225 / 0.0742
final: 0.0982 / 0.00213 / 0.0723
after global routing: 0.0981 / 0.00243 / 0.0820
Power figures rest on the tool's default switching activity, not on a simulated workload.
